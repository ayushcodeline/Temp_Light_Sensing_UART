## run.sh

```bash
#!/bin/bash
# OpenROAD 26Q1-2900-gdf79404cd8, Yosys 0.63+post, stock flow scripts
make -C /OpenROAD-flow-scripts/flow DESIGN_CONFIG=/design/flow/config.mk WORK_HOME=/design/flow/orfs finish
```

## design.v

```verilog
module adc_interface(
    input wire clk,              
    input wire rst,              
    input wire [7:0] temp_in,    
    input wire [7:0] light_in,   
    output reg [7:0] temp_out,
    output reg [7:0] light_out
);
    always @(posedge clk or negedge rst) begin
        if (rst == 1'b0) begin  
            temp_out <= 8'h00;
            light_out <= 8'h00;
        end
        else begin
            temp_out <= temp_in;
            light_out <= light_in;
        end
    end
endmodule
module lcd_driver (
    input wire clk,                  
    input wire rst,                  
    input wire [7:0] lcd_data_in,    
    input wire lcd_send,             
    input wire rs_select,            
    output reg lcd_rs = 1'b0,        
    output reg lcd_en = 1'b0,        
    output reg [7:0] lcd_data_bus = 8'h00  
);
    localparam EN_PULSE_CYCLES = 25; 
    reg [4:0] pulse_counter = 0;
    reg update_flag = 1'b0;  
    always @(posedge clk or negedge rst) begin
        if (rst == 1'b0) begin
            lcd_rs <= 1'b0;
            lcd_en <= 1'b0;
            lcd_data_bus <= 8'h00;
            pulse_counter <= 0;
            update_flag <= 1'b0;
        end
        else begin
            if (lcd_send) begin
                lcd_data_bus <= lcd_data_in;
                lcd_rs <= rs_select;
                lcd_en <= 1'b1;
                pulse_counter <= 0;
                update_flag <= 1'b1;  
            end
            else if (update_flag) begin
                if (pulse_counter < EN_PULSE_CYCLES - 1) begin
                    pulse_counter <= pulse_counter + 1;
                    lcd_en <= 1'b1;  
                end
                else begin
                    lcd_en <= 1'b0;
                    update_flag <= 1'b0;
                    pulse_counter <= 0;
                end
            end
            else begin
                lcd_en <= 1'b0;
            end
        end
    end
endmodule
module top_module (
    input wire clk,
    input wire rst,
    input wire [7:0] light_adc_in,   
    input wire [7:0] temp_adc_in,    
    inout wire serial_link,           
    output wire lcd_rs,
    output wire lcd_en,
    output wire [7:0] lcd_data_bus
);
    wire [7:0] temp_out_w, light_out_w;
    wire txd_w;              
    wire tx_busy_w;
    wire rxd_w;              
    wire [7:0] rx_data_w;
    wire rx_done_w;
    wire [7:0] current_tx_data;
    wire tx_trigger_pulse;
    wire lcd_send_pulse;
    wire rs_select_w;
    localparam TRIGGER_MAX = (50_000_000 / 10) - 1;  
    reg [24:0] trigger_counter = 0;
    reg tx_trigger_reg = 0; 
    localparam TEMP_STATE = 1'b0;
    localparam LIGHT_STATE = 1'b1;
    reg tx_data_select = TEMP_STATE; 
    always @(posedge clk or negedge rst) begin
        if (rst == 1'b0) begin
            trigger_counter <= 0;
            tx_trigger_reg <= 0;
            tx_data_select <= TEMP_STATE; 
        end else begin
            tx_trigger_reg <= 1'b0; 
            if (trigger_counter == TRIGGER_MAX) begin
                trigger_counter <= 0;
                tx_trigger_reg <= 1'b1;  
                tx_data_select <= ~tx_data_select; 
            end else begin
                trigger_counter <= trigger_counter + 1;
            end
        end
    end
    assign current_tx_data = (tx_data_select == TEMP_STATE) ? temp_out_w : light_out_w;
    assign tx_trigger_pulse = tx_trigger_reg & ~tx_busy_w; 
    assign lcd_send_pulse = rx_done_w;
    assign rs_select_w = 1'b1;
    adc_interface u_adc_interface (
        .clk(clk),
        .rst(rst),
        .temp_in(temp_adc_in),
        .light_in(light_adc_in),
        .temp_out(temp_out_w),
        .light_out(light_out_w)
    );
    uart_tx u_uart_tx (
        .clk(clk),
        .rst(rst),
        .data_in(current_tx_data),
        .tx_start(tx_trigger_pulse),
        .txd(txd_w),              
        .tx_busy(tx_busy_w)
    );
    assign serial_link = txd_w ? 1'b1 : 1'bz;
    assign rxd_w = serial_link;
    uart_rx u_uart_rx (
        .clk(clk),
        .rst(rst),
        .rxd(rxd_w),              
        .rx_data(rx_data_w),
        .rx_done(rx_done_w)
    );
    lcd_driver u_lcd_driver (
        .clk(clk),
        .rst(rst),
        .lcd_data_in(rx_data_w),  
        .lcd_send(lcd_send_pulse), 
        .rs_select(rs_select_w),
        .lcd_rs(lcd_rs),
        .lcd_en(lcd_en),
        .lcd_data_bus(lcd_data_bus)
    );
endmodule
module uart_rx (
    input wire clk,
    input wire rst,
    input wire rxd,             
    output reg [7:0] rx_data = 8'h00,   
    output reg rx_done = 1'b0           
);
    localparam CLKS_PER_BIT = 5208;  
    localparam SAMPLE_OFFSET = 2604;  
    reg [1:0] state = 2'd0;          
    reg [12:0] clk_count = 0;
    reg [3:0] bit_count = 0;
    reg [7:0] data_shifter = 0;
    always @(posedge clk or negedge rst) begin
        if (rst == 1'b0) begin 
            clk_count <= 0;
            bit_count <= 0;
            state <= 2'd0;
            rx_done <= 1'b0;
            rx_data <= 8'h00;
            data_shifter <= 8'h00;  
        end
        else begin
            case (state)
                2'd0: begin  
                    rx_done <= 1'b0;  
                    if (rxd == 1'b0) begin
                        clk_count <= SAMPLE_OFFSET; 
                        state <= 2'd1; 
                    end
                end
                2'd1: begin  
                    if (clk_count == CLKS_PER_BIT - 1) begin 
                        if (rxd == 1'b0) begin 
                            state <= 2'd2;
                            bit_count <= 0; 
                        end else begin
                            state <= 2'd0;  
                        end
                        clk_count <= 0;  
                    end else begin
                        clk_count <= clk_count + 1;
                    end
                end
                2'd2: begin  
                    if (clk_count == CLKS_PER_BIT - 1) begin
                        if (bit_count < 8) begin 
                            data_shifter <= {rxd, data_shifter[7:1]}; 
                            bit_count <= bit_count + 1;
                        end
                        else if (bit_count == 8) begin 
                            if (rxd == 1'b1) begin
                                rx_data <= data_shifter; 
                                rx_done <= 1'b1; 
                            end
                            state <= 2'd0;  
                        end
                        clk_count <= 0;  
                    end
                    else begin
                        clk_count <= clk_count + 1;
                    end
                end
            endcase
        end
    end
endmodule
module uart_tx (
    input wire clk,              
    input wire rst,              
    input wire [7:0] data_in,    
    input wire tx_start,         
    output reg txd = 1'b1,       
    output reg tx_busy = 1'b0    
);
    localparam CLK_FREQ    = 50_000_000;
    localparam BAUD_RATE   = 9600;
    localparam BAUD_COUNT  = CLK_FREQ / BAUD_RATE;
    localparam IDLE     = 3'd0;  
    localparam START    = 3'd1;  
    localparam DATA     = 3'd2;  
    localparam STOP     = 3'd3;  
    localparam CLEANUP  = 3'd4;  
    reg [12:0] baud_counter = 0;  
    reg tx_tick = 0;              
    reg [2:0] state = IDLE;       
    reg [3:0] bit_counter = 0;    
    reg [7:0] tx_data_reg = 0;    
    always @(posedge clk or negedge rst) begin
        if (rst == 1'b0) begin
            baud_counter <= 0;
            tx_tick <= 0;
        end
        else begin
            if (tx_busy == 1'b1) begin  
                if (baud_counter == BAUD_COUNT - 1) begin
                    baud_counter <= 0;
                    tx_tick <= 1'b1;  
                end
                else begin
                    baud_counter <= baud_counter + 1;
                    tx_tick <= 1'b0;
                end
            end
            else begin
                baud_counter <= 0;
                tx_tick <= 1'b0;
            end
        end
    end
    always @(posedge clk or negedge rst) begin
        if (rst == 1'b0) begin
            state <= IDLE;
            txd <= 1'b1;          
            tx_busy <= 1'b0;
            bit_counter <= 0;
        end
        else begin
            case (state)
                IDLE: begin
                    txd <= 1'b1;
                    tx_busy <= 1'b0;
                    if (tx_start) begin  
                        tx_data_reg <= data_in;  
                        tx_busy <= 1'b1;
                        state <= START;
                        bit_counter <= 0;
                    end
                end
                START: begin
                    txd <= 1'b0;  
                    if (tx_tick) begin
                        state <= DATA;
                    end
                end
                DATA: begin
                    txd <= tx_data_reg[bit_counter];  
                    if (tx_tick) begin
                        if (bit_counter == 7) begin  
                            state <= STOP;
                        end
                        else begin
                            bit_counter <= bit_counter + 1;
                        end
                    end
                end
                STOP: begin
                    txd <= 1'b1;  
                    if (tx_tick) begin
                        state <= IDLE;
                    end
                end
                default: state <= IDLE;
            endcase
        end
    end
endmodule
```

## config.mk

```make
export PLATFORM = sky130hd
export DESIGN_NAME = top_module
export DESIGN_NICKNAME = top_module
export VERILOG_FILES = /design/flow/design.v
export SDC_FILE = /design/flow/constraint.sdc
export NUM_CORES = 4
export LEC_CHECK = 1
export CORE_AREA = 10 10 70 70
export DIE_AREA = 0 0 80 80
```

## constraint.sdc

```tcl
current_design top_module

set clk_period 1.2
set clk_io_pct 0.2

create_clock -name clk0 -period $clk_period [get_ports {clk}]

set non_clock_inputs [all_inputs -no_clocks]
set_input_delay [expr $clk_period * $clk_io_pct] -clock clk0 $non_clock_inputs
set_output_delay [expr $clk_period * $clk_io_pct] -clock clk0 [all_outputs]
```

==> run summary <==
fresh numbers from the pnr run: Worst Skew=6.38 ps, Final min period=1080 ps, crit path buf inv count=1, Core Region=0.00342 mm², routed wl met2=291 µm, yosys stat area=349 µm², Worst R2R End=u_lcd_driver.pulse_counter[2], ys flops=6, critical path's top delay family=flip-flops, post-synthesis average cell area=9.19 µm², Core Rows=21, Die W=80 µm, area grow syn2layout=17.6%, crit path launch=u_lcd_driver.lcd_en, Mapped Cells=38, RSZ-0062 raised after global routing=false, met3 wire len=97 µm, Overflow after GRT=0, setup violators final=0, Antenna Violating Nets Remaining=0, total iterations of the first detailed-routing run=4, Max Clk Rate=923 MHz, layout cells sized above 1=16.7%, Post-CTS Setup Inserts=0, first-pass GRT wire length=1090 µm, Cells after DPL=85, clock-pin slew on the worst setup and hold paths=50 ps, Routed met1 length=269 µm, Chip Height=80 µm, worst-path fanout max=2, WS Path Type=register to output port, via count=259, Leak=0.000179 µW, worst-path cell chain=dlygate4sd2_1, Pwr Total=391 µW, max_cap viols=0, R2R depth=4, All-Layer GR Usage=2.12%, Cell Area, Synth=349 µm², setup_tns=0 ps, Seq share, synth=43.0%, Worst setup EP type=output port, clk buf depth=2, status=completed, FF-to-FF setup slack=150 ps, Hold Crit Class=primary input to asynchronous set/reset pin, tool warnings=41, io pins=29, Yosys Instances=38, drt initial violations=29, CTS tree=done, crit-path max cell delay=360 ps, Fin. Hold Viols=0, largest net degree at the start of global routing=8, Worst EP arrival=840 ps, H-tree Lvls=1, clk sink count=6, VDD IR-drop max=680 µV, Pre-Place Util=10.2%, cycle use final=90.3%, DR DRC count=0, Post-DP HPWL=480 µm, Port Buffers=2, CTS Hold Bufs=0, Late-Pin Clk Latency=240 ps, number of fill cells in the layout=402, initial antenna violation count=0, R2R Path Start=u_lcd_driver.pulse_counter[0], CP required=960 ps, Max Used Layer=met4, antenna fix cells=0, pwr dens=952 mW/mm², Avg WL per Cell=7.53 µm, most numerous logic cell after layout=conb_1, GP Congestion=0.826, final WL=663 µm, Cell Type Count=15, Slew Limit Fails=0, die area=0.00640 mm², CTS buffer count=3, Top Layout Cells=conb_1, dfrtp_1, o21ai_0, startpoint types=register, Syn. warnings=6, post_cts resized=1, Slowest-stage cell, CP=dfrtp_1, clock root cell=clkbuf_4, average vias per placed instance=2.94, count of non-filler cells in the finished layout=88, vias in the first global route=264
## worst max-delay path by stage
stage	end	slack [ps]	cells past startpoint
6_report	lcd_en	120	1
4_1_cts	lcd_en	110	1
5_1_grt	lcd_en	70	1
## cell usage after synthesis, drive strengths merged
master | n | share of area (%)
buf | 10 | 22
dfrtp | 6 | 43
o21ai | 5 | 7.2
nand2 | 3 | 3.2
nand3 | 3 | 4.3
a21oi | 2 | 3.9
conb | 2 | 2.2
inv | 2 | 2.1
a31oi | 1 | 1.8
ha | 1 | 3.6
mux2 | 1 | 3.2
nand4 | 1 | 1.8
o31ai | 1 | 2.2
## metal layers
| layer | track usage, % | up-vias |
|---|---|---|
| met5 | 0 | - |
| met4 | 0.176 | 0 |
| met3 | 2.05 | 2 |
| met2 | 3.05 | 22 |
| met1 | 2.28 | 118 |
| li1 | - | 117 |
## final cells by class
class	count	area (µm²)	share of cell area, %
clock buffers	3	22.5	5.49
inverters	2	7.51	1.83
multi-input cells	28	146	35.7
flip-flops and latches	6	150	36.6
well taps	46	57.6	14.0
repair buffers	3	26.3	6.40
## state kept, by name, indices dropped and copies added (netlist names)
register	cells
u_lcd_driver.lcd_en	1
u_lcd_driver.pulse_counter	5
## power breakdown
part           leakage (µW)  internal [µW]  switching [µW]
logic             0.0000814           2.89            5.29
clock network     0.0000138            113            66.7
registers         0.0000839            203               0
## cells by family (layout without fill, tap and decap cells)
group | after synthesis | count (layout) | synth area share, %
DFF | 6 | 6 | 43.0
AOI/OAI and AO/OA | 9 | 9 | 15.1
buffers and inverters | 12 | 8 | 23.7
adders and majority gates | 1 | 1 | 3.58
muxes | 1 | 1 | 3.23
and+or+nand+nor | 7 | 7 | 9.32
other | 2 | 10 | 2.15
## stage by stage
step | util, % | setup slack (ps) | hold WS, ps | cell area [µm²]
6_report | 12.0 | 116 | 232 | 410
5_1_grt | 12.0 | 72.2 | 246 | 410
4_1_cts | 12.0 | 105 | 241 | 410
3_5_place_dp | 11.4 | 168 | 499 | 389
3_3_place_gp | 11.4 | 161 | 497 | 389
2_1_floorplan | - | 271 | -55.6 | 379
Power and IR drop assume default switching activity.
